`flow/config.mk`:
```
export PLATFORM = sky130hd
export DESIGN_NAME = top
export DESIGN_NICKNAME = top
export VERILOG_FILES = /design/flow/design.v
export SDC_FILE = /design/flow/constraint.sdc
export NUM_CORES = 4
export LEC_CHECK = 1
export CORE_AREA = 10 10 132 132
export DIE_AREA = 0 0 142 142
export SYNTH_HDL_FRONTEND = slang
```
`flow/constraint.sdc`:
```
current_design top

set clk_period 2.0
set clk_io_pct 0.2

create_clock -name clk0 -period $clk_period [get_ports {clk}]

set non_clock_inputs [all_inputs -no_clocks]
set_input_delay [expr $clk_period * $clk_io_pct] -clock clk0 $non_clock_inputs
set_output_delay [expr $clk_period * $clk_io_pct] -clock clk0 [all_outputs]
```
`flow/design.v`:
```
module PE(inp_north, inp_west, clk, rst, outp_south, outp_east, result);
	input [31:0] inp_north, inp_west;
	output reg [31:0] outp_south, outp_east;
	input clk, rst;
	output reg [63:0] result;
	wire [63:0] multi;
	always @(negedge rst or posedge clk) begin
		if(!rst) begin
			result <= 0;
			outp_east <= 0;
			outp_south <= 0;
		end
		else begin
			result <= result + multi;
			outp_east <= inp_west;
			outp_south <= inp_north;
		end
	end
	assign multi = inp_north*inp_west;
endmodule
module matrixA #(
    parameter integer stride = 1,
    parameter integer width = 32
) (
    input logic rden, clk, rst_n,
    output logic [31:0] d0, d1, d2, d3
);
    logic rden_r0, rden_r1, rden_r2, rden_r3;
    logic [31:0] mem [15:0];
    initial begin
        $readmemh("dmatrixA.txt", mem);
    end
    logic [31:0] block0 [3:0];
    logic [31:0] block1 [3:0]; 
    logic [31:0] block2 [3:0];
    logic [31:0] block3 [3:0];
    logic [1:0] index, index_b0, index_b1, index_b2, index_b3;
    always_comb begin
        for (int i = 0; i < 4; i++) begin
            block0[i] = mem[i*stride];
            block1[i] = mem[i*stride + 4];
            block2[i] = mem[i*stride + 8];
            block3[i] = mem[i*stride + 12];
        end
    end
    assign rden_r0 = rden;
    assign index_b0 = index;
    flopr #(3) row1 (clk, rst_n, {rden_r0, index_b0}, {rden_r1, index_b1});
    flopr #(3) row2 (clk, rst_n, {rden_r1, index_b1}, {rden_r2, index_b2});
    flopr #(3) row3 (clk, rst_n, {rden_r2, index_b2}, {rden_r3, index_b3});
    always_ff @(posedge clk or negedge rst_n) begin
        if (!rst_n) begin
            d0 <= 32'b0;
            d1 <= 32'b0;
            d2 <= 32'b0;
            d3 <= 32'b0;
            index <= 2'b0;
        end else begin
            if (rden)   
                index <= index + 1'b1;
            if (rden_r0) 
                d0 <= block0[index_b0];
            else 
                d0 <= 32'b0;
            if (rden_r1) 
                d1 <= block1[index_b1];
            else 
                d1 <= 32'b0;
            if (rden_r2) 
                d2 <= block2[index_b2];
            else 
                d2 <= 32'b0;
            if (rden_r3) 
                d3 <= block3[index_b3];
            else 
                d3 <= 32'b0; 
        end
    end
endmodule
module matrixB #(
    parameter integer stride = 4,
    parameter integer width = 32
) (
    input logic rden, clk, rst_n,
    output logic [31:0] d0, d1, d2, d3
);
    logic rden_r0, rden_r1, rden_r2, rden_r3;
    logic [31:0] mem [15:0];
    initial begin
        $readmemh("dmatrixB.txt", mem);
    end
    logic [31:0] block0 [3:0];
    logic [31:0] block1 [3:0];
    logic [31:0] block2 [3:0];
    logic [31:0] block3 [3:0];
    logic [1:0] index, index_b0, index_b1, index_b2, index_b3;
    always_comb begin
        for (int i = 0; i < 4; i++) begin
            block0[i] = mem[i*stride];
            block1[i] = mem[i*stride + 1];
            block2[i] = mem[i*stride + 2];
            block3[i] = mem[i*stride + 3];
        end
    end
    assign rden_r0 = rden;
    assign index_b0 = index;
    flopr #(3) row1 (clk, rst_n, {rden_r0, index_b0}, {rden_r1, index_b1});
    flopr #(3) row2 (clk, rst_n, {rden_r1, index_b1}, {rden_r2, index_b2});
    flopr #(3) row3 (clk, rst_n, {rden_r2, index_b2}, {rden_r3, index_b3});
    always_ff @(posedge clk or negedge rst_n) begin
        if (!rst_n) begin
            d0 <= 32'b0;
            d1 <= 32'b0;
            d2 <= 32'b0;
            d3 <= 32'b0;
            index <= 2'b0;
        end else begin
            if (rden)   
                index <= index + 1'b1;
            if (rden_r0) 
                d0 <= block0[index_b0];
            else 
                d0 <= 32'b0;
            if (rden_r1) 
                d1 <= block1[index_b1];
            else 
                d1 <= 32'b0;
            if (rden_r2) 
                d2 <= block2[index_b2];
            else 
                d2 <= 32'b0;
            if (rden_r3) 
                d3 <= block3[index_b3];
            else 
                d3 <= 32'b0; 
        end
    end
endmodule
module flopr #(parameter WIDTH = 8)
    (input logic clk, reset,
    input logic [WIDTH-1:0] d,
    output logic [WIDTH-1:0] q);
    always_ff @(posedge clk or negedge reset)
    if (!reset) q <= 0;
    else q <= d;
endmodule
module multip(inp_west0, inp_west4, inp_west8, inp_west12,
		      inp_north0, inp_north1, inp_north2, inp_north3,
		      clk, rst, done, result15);
	input [31:0] inp_west0, inp_west4, inp_west8, inp_west12,
		      inp_north0, inp_north1, inp_north2, inp_north3;
	output reg done;
	input clk, rst;
	logic [31:0] mem[0:15];
	reg [3:0] count;
	wire [31:0] inp_north0, inp_north1, inp_north2, inp_north3;
	wire [31:0] inp_west0, inp_west4, inp_west8, inp_west12;
	wire [31:0] outp_south0, outp_south1, outp_south2, outp_south3, outp_south4, outp_south5, outp_south6, outp_south7, outp_south8, outp_south9, outp_south10, outp_south11, outp_south12, outp_south13, outp_south14, outp_south15;
	wire [31:0] outp_east0, outp_east1, outp_east2, outp_east3, outp_east4, outp_east5, outp_east6, outp_east7, outp_east8, outp_east9, outp_east10, outp_east11, outp_east12, outp_east13, outp_east14, outp_east15;
	wire [63:0] result0, result1, result2, result3, result4, result5, result6, result7, result8, result9, result10, result11, result12, result13, result14;
    output reg [63:0] result15;
	assign mem[0] = result0;
	assign mem[1] = result1;
	assign mem[2] = result2;
	assign mem[3] = result3;
	assign mem[4] = result4;
	assign mem[5] = result5;
	assign mem[6] = result6;
	assign mem[7] = result7;
	assign mem[8] = result8;
	assign mem[9] = result9;
	assign mem[10] = result10;
	assign mem[11] = result11;
	assign mem[12] = result12;
	assign mem[13] = result13;
	assign mem[14] = result14;
	assign mem[15] = result15;
	initial begin
        $writememh("mem.data", mem);
    end
	PE P0 (inp_north0, inp_west0, clk, rst, outp_south0, outp_east0, result0);
	PE P1 (inp_north1, outp_east0, clk, rst, outp_south1, outp_east1, result1);
	PE P2 (inp_north2, outp_east1, clk, rst, outp_south2, outp_east2, result2);
	PE P3 (inp_north3, outp_east2, clk, rst, outp_south3, outp_east3, result3);
	PE P4 (outp_south0, inp_west4, clk, rst, outp_south4, outp_east4, result4);
	PE P8 (outp_south4, inp_west8, clk, rst, outp_south8, outp_east8, result8);
	PE P12 (outp_south8, inp_west12, clk, rst, outp_south12, outp_east12, result12);
	PE P5 (outp_south1, outp_east4, clk, rst, outp_south5, outp_east5, result5);
	PE P6 (outp_south2, outp_east5, clk, rst, outp_south6, outp_east6, result6);
	PE P7 (outp_south3, outp_east6, clk, rst, outp_south7, outp_east7, result7);
	PE P9 (outp_south5, outp_east8, clk, rst, outp_south9, outp_east9, result9);
	PE P10 (outp_south6, outp_east9, clk, rst, outp_south10, outp_east10, result10);
	PE P11 (outp_south7, outp_east10, clk, rst, outp_south11, outp_east11, result11);
	PE P13 (outp_south9, outp_east12, clk, rst, outp_south13, outp_east13, result13);
	PE P14 (outp_south10, outp_east13, clk, rst, outp_south14, outp_east14, result14);
	PE P15 (outp_south11, outp_east14, clk, rst, outp_south15, outp_east15, result15);
	always @(posedge clk or negedge rst) begin
		if(!rst) begin
			done <= 0;
			count <= 0;
		end
		else begin
			if(count == 9) begin
				done <= 1;
				count <= 0;
			end
			else begin
				done <= 0;
				count <= count + 1;
			end
		end	
	end 
endmodule
module top (
    input logic clk, rst_n, en,
    output logic done,
    output logic [63:0] d,
    output logic [31:0] inp_west0, inp_west4, inp_west8, inp_west12,
		      inp_north0, inp_north1, inp_north2, inp_north3);
    logic [63:0] result15;
    assign d = result15;
    multip systolic_array_2D (inp_west0, inp_west4, inp_west8, inp_west12,
		    inp_north0, inp_north1, inp_north2, inp_north3,
		    clk, rst_n, done, result15);
    matrixA #(1) ma(en, clk, rst_n, inp_west0, inp_west4, inp_west8, inp_west12);
    matrixB #(4) mb(en, clk, rst_n, inp_north0, inp_north1, inp_north2, inp_north3);
endmodule
```
`flow/dmatrixA.txt`:
```
00000000
00000001
00000002
00000003
00000004
00000005
00000006
00000007
00000008
00000009
0000000A
0000000B
0000000C
0000000D
0000000E
0000000F
```
`flow/dmatrixB.txt`:
```
00000003
00000004
00000002
00000003
00000005
00000007
00000008
00000003
00000009
00000004
00000006
00000001
00000006
00000004
00000007
00000000
```
`flow/run.sh`:
```
#!/bin/bash
# OpenROAD 26Q1-2900-gdf79404cd8, Yosys 0.63+post, stock flow scripts
make -C /OpenROAD-flow-scripts/flow DESIGN_CONFIG=/design/flow/config.mk WORK_HOME=/design/flow/orfs finish
```
==> out/qor.txt <==
clock-pin slew on the worst setup and hold paths = 30 ps
Mapped Area = 0.00260 mm²
core area = 0.0145 mm²
outcome = completed
Crit Path Class = reg2out
Init Core Util = 17.9%
Pwr Density = 273 mW/mm²
TritonCTS Buffers = 3
Max stage delay on crit path = 460 ps
Gate Count Post-Synth = 337
Die Wd = 142 µm
Area Overhead vs Synth = -33.7%
Post-synth seq share = 4.81%
Max Cap Viol = 0
global-route wire length before repair = 5870 µm
antenna cells = 0
# IOs = 324
die area = 0.0202 mm²
post-DP HPWL = 4630 µm
Cell variety after synth = 12
most common library cells after synthesis = buf_4 (320), dfrtp_1 (5), inv_1 (2), o21ai_0 (2)
Period minus WS final = 1390 ps
crit path DAT = 990 ps
post-layout period usage of the worst path = 69.3%
post-CTS sizing = 0
Via density = 1.79
Worst Hold Class = in2async
OpenROAD warning count = 26
CTS tree = built
Detail Route Antenna Nets = 0
vias in the first global route = 1178
PortBufs = 2
Hold Buf Count CTS = 0
count leader, synth = buf_4
worst setup margin = 614 ps
Achievable Freq = 722 MHz
RSZ-0062 raised after global routing = no
die y size = 142 µm
final wirelength = 4710 µm
Synth top area share = 92.4%
final setup fails = 0
cells in synth_stat.txt = 337
crit-path cells = clkdlybuf4s50_1
pre-CTS setup slack = 840 ps
drt drc = 0
Initial DRC Count = 13
sum of negative setup slack = 0 ps
CTS H-tree depth = 1
DR pass1 iterations = 4
Routability Congestion = 0.622
CP max stage cell = clkdlybuf4s50_1
WP buf/inv = 1
average wire per standard cell = 8.95 µm
Root Buffer Master = clkbuf_16
biggest area cells = buf_4 (92%), dfrtp_1 (4.8%), mux2i_1 (0.39%), o21ai_0 (0.39%), a22o_1 (0.34%)
Logic area = 0.00126 mm²
worst skew pair latency = 220 ps
Worst EP required = 1600 ps
Critical Path Fanout Max = 1
Site Rows = 44
via count = 940
FF+latch area = 125 µm²
crit path capture type = primary output
pin count of the biggest net entering global routing = 6
clock buffer depth = 2
P_leak = 1.18 nW
post-synthesis chip area from yosys = 0.00260 mm²
Congestion Overflow GR = 0
Final Hold Viols = 0
CP Launch Type = register
maximum vdd ir drop = 0.263 mV
gr usage total = 3.36%
Post-CTS Setup Inserts = 0
area leader, netlist = buf_4
worst clock skew = 0.634 ps
CTS sink count = 5
max-slew violations = 0
syn_area_per_cell = 7.71 µm²
Synth async-reset ratio = 100%
CP top delay family = buffers and inverters
Synth flops = 5
fraction of layout cells with a size suffix above 1 = 1.17%
number of enable flip-flop cells = 0
fill cell count = 1698
initial antenna violation count = 0
Commonest flop = dfrtp_1
total number of yosys warnings = 0
-- cell type report --
cell class / instances / share of cell area (%)
flip-flops and latches: 5 / 7.26
multi-input cells: 329 / 73.2
clock buffers: 4 / 4.58
repair buffers: 2 / 1.16
inverters: 2 / 0.436
well taps: 184 / 13.4
-- placed cells by master, fill, tap and decap left out, drive strengths merged --
cell,synthesis,routed
conb,1,320
dfrtp,5,5
clkbuf,0,4
inv,2,2
o21ai,2,2
clkdlybuf4s50,0,2
nand2b,1,1
nor3,1,1
nand2,1,1
mux2i,1,1
a22o,1,1
nand3,1,1
xnor2,1,1
-- metrics by stage --
stage          instance area [µm²]  hold WS, ps  util, %  std cells  power [mW]
2_1_floorplan                 3800          104        -        656       0.547
3_3_place_gp                  1640          496     11.3        522       0.170
3_5_place_dp                  1640          501     11.3        522       0.167
4_1_cts                       1720          404     11.9        526       0.493
5_1_grt                       1720          421     11.9        526       0.517
6_report                      1720          398     11.9        526       0.470
-- path summary, 6_finish.rpt --
check | start | end | slack [ps] | depth (start not counted)
hold / removal | rst_n | systolic_array_2D.count[3] | 400 | 1
setup / recovery | systolic_array_2D.done | done | 610 | 1
max in group asynchronous | rst_n | systolic_array_2D.count[2] | 1420 | 1
hold reg to reg | systolic_array_2D.count[2] | systolic_array_2D.count[2] | 500 | 1
min in group clk0 | systolic_array_2D.count[2] | systolic_array_2D.count[2] | 500 | 1
setup reg to reg | systolic_array_2D.count[0] | systolic_array_2D.count[3] | 1080 | 3
-- state kept, by name (all words and copies together), names as in the netlist --
name and flops:
systolic_array_2D.count 4, systolic_array_2D.done 1
-- power by group --
group | internal [mW] | switching [mW] | leakage, nW
Sequential | 0.102 | 0 | 0.0653
Clock | 0.263 | 0.0558 | 0.0382
Combinational | 0.00174 | 0.0477 | 1.08
-- per-layer routing --
layer	global-route usage [%]	vias to the layer above	wire [µm]
met5	0	-	0
met4	0.269	0	38
met3	2.61	2	900
met2	6.90	152	2590
met1	2.27	401	1180
li1	-	385	-
-- cells by family (layout without fill, tap and decap cells) --
| kind of cell | after synthesis | count (layout) | share of synthesized area (%) |
|---|---|---|---|
| xor gates and xnor gates | 1 | 1 | 0.337 |
| and+or+nand+nor | 4 | 4 | 0.867 |
| AOI/OAI and AO/OA | 3 | 3 | 0.722 |
| buffers and inverters | 322 | 8 | 92.7 |
| DFF | 5 | 5 | 4.81 |
| muxes | 1 | 1 | 0.385 |
| other | 1 | 320 | 0.144 |
Power and IR drop assume default switching activity.
